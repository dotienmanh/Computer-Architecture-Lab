File: flow/design.v
module ALU(
    input [3:0] ALU_Sel,
    input [31:0] operand_0,
    input [31:0] operand_1,
    output reg [31:0] result
);
    localparam ADD              = 4'b0000; 
    localparam SUB              = 4'b0001; 
    localparam AND              = 4'b0010;
    localparam OR               = 4'b0011;
    localparam XOR              = 4'b0100;
    localparam SHL_LOGICAL      = 4'b0101;
    localparam SHR_LOGICAL      = 4'b0110;
    localparam SHR_ARITHMETIC   = 4'b0111;
    localparam LESS_THAN        = 4'b1000;
always @(*) begin
    case (ALU_Sel)
        ADD: result = operand_0 + operand_1;
        SUB: result = operand_0 - operand_1;
        AND: result = operand_0 & operand_1;
        OR:  result = operand_0 | operand_1;
        XOR: result = operand_0 ^ operand_1;
        SHL_LOGICAL: result = operand_0 << operand_1[4:0];
        SHR_LOGICAL: result = operand_0 >> operand_1[4:0];
        SHR_ARITHMETIC: result = $signed(operand_0) >>> operand_1[4:0];
        LESS_THAN: result = ($signed(operand_0) < $signed(operand_1)) ? 32'b1 : 32'b0;
        default: result = 32'b0;
    endcase
end
endmodule
File: flow/run.sh
#!/bin/bash
# OpenROAD 26Q1-2900-gdf79404cd8, Yosys 0.63+post, stock flow scripts
make -C /OpenROAD-flow-scripts/flow DESIGN_CONFIG=/design/flow/config.mk WORK_HOME=/design/flow/orfs finish
File: flow/config.mk
export PLATFORM = sky130hd
export DESIGN_NAME = ALU
export DESIGN_NICKNAME = ALU
export VERILOG_FILES = /design/flow/design.v
export SDC_FILE = /design/flow/constraint.sdc
export NUM_CORES = 4
export LEC_CHECK = 1
export CORE_UTILIZATION = 50
File: flow/constraint.sdc
current_design ALU

set clk_period 17.8
set clk_io_pct 0.2

create_clock -name clk0 -period $clk_period

set non_clock_inputs [all_inputs -no_clocks]
set_input_delay [expr $clk_period * $clk_io_pct] -clock clk0 $non_clock_inputs
set_output_delay [expr $clk_period * $clk_io_pct] -clock clk0 [all_outputs]
==> results.txt <==
Routed vias/inst -> 6.677
Detailed Routing Iterations Pass 1 -> 6
Largest net degree at the start of global routing -> 59
Tool Warnings -> 98
Mean Syn Cell Area -> 6.743 um2
Grt ovf -> 0
I/O Buffers -> 100
Registers -> 0
Fin. max-slew vios -> 0
Crit-path max FO -> 57
Drt wl/cell -> 23.89 um
Power Dens Cells -> 31.79 nW/um2
Post-Place Setup Slack -> 6.232 ns
Max Cap Viol -> 0
CP max stage delay -> 0.67 ns
Clock buf count -> 0
CP max stage cell -> clkinv_1
Final setup fails -> 0
Die height -> 134.3 um
Initial Util -> 50.95%
Initial DRC Count -> 1211
Layout cells sized above 1 -> 8.079%
Drt drc -> 0
Vias in the first global route -> 9228
Most frequent logic cell in the layout -> nor2_1
Distinct lib cells used -> 84
Seq/Total Area, Yosys -> 0%
Leak Pwr -> 4.180 nW
Die ar. -> 18040 um2
Crit. End Element -> output port
Reg area -> 0 um2
Status -> completed
Core area -> 17180 um2
Worst hold path class -> in2out
Tmin final -> 11.76 ns
Total global-route track usage -> 41.57%
Final Cell Area -> 9704 um2
Worst Path Arrival -> 8.20 ns
First-pass GRT wire length -> 55540 um
Worst setup margin -> 6.038 ns
Required @ worst endpoint -> 14.24 ns
Hold-fix buffers, CTS -> 0
Crit share post-route -> 66.08%
Post-CTS Resized -> 0
Post-Route Setup TNS -> 0 ns
HPWL after DPL -> 27920 um
Initial antenna violation count -> 0
Crit path kind -> in2out
Ports -> 100
Worst-path cell chain -> buf_2 -> buf_4 -> clkinv_1 -> ha_1 -> nand2_1 -> o31ai_1 -> o2111ai_2 -> a21oi_2 -> a2111oi_4 -> o21ai_1 -> a221o_1 -> a311oi_1 -> o32ai_1 -> clkdlybuf4s50_1
Maximum vdd ir drop -> 0.02510 mV
Post-Route WL -> 36720 um
Buffer count from post-CTS setup fixing -> 0
Warnings from Yosys -> 1
RSZ-0062 raised after global routing -> no
Final hold violations -> 0
Post-layout util -> 56.50%
Placed inst area -> 9704 um2
Yosys cell count -> 1298
Area Overhead vs Synth -> 10.88%
Vias -> 10.26k
Maximum clock frequency -> 85.02 MHz
Yosys chip area -> 8752 um2
Post-synthesis cell area -> 8752 um2
# rows -> 48
Routed Antenna Nets -> 0
Most frequent logic cells in the routed design -> nor2_1 (130), a21oi_1 (122), nand2_1 (114)
RePlAce Congestion -> 1.001
Diodes inserted -> 0
Worst setup SP type -> primary input
Die width -> 134.3 um
Slew of the pin with the lowest slew margin -> 0.8683 ns
Slew headroom -> 41.50%
Mapped Cells -> 1298
-- report_power, final --
part,internal [mW],switching (mW),total (mW)
Sequential,0,0,0
Combinational,0.126,0.182,0.309
Clock,0,0,0
-- metal layers --
metal	up-vias	part of all wire, %	GRT usage (%)
li1	4838	-	-
met1	4743	41	57.44
met2	596	44	62.95
met3	86	10	9.105
met4	0	5.1	17.60
met5	-	0	0
-- cell families after synthesis --
group | synth area share [%]
AND-OR/OR-AND | 37.26
AND/OR/NAND/NOR | 19.33
buffers and inverters | 9.978
multiplexers | 18.71
adder cells (fa/ha/maj) | 14.32
XOR/XNOR | 0.4004
-- final timing paths --
check | end | cells after the start | startpoint | slack [ns]
worst max-delay path | result[31] | 14 | operand_1[4] | 6.04
worst min-delay path | result[0] | 7 | ALU_Sel[0] | 8.27
-- stage by stage --
step	instances	power, mW	hold WS (ns)
2_1_floorplan	1298	0.1925	7.362
3_3_place_gp	1537	0.3000	8.234
3_5_place_dp	1537	0.2989	8.241
4_1_cts	1537	0.3008	8.259
5_1_grt	1537	0.3321	8.332
6_report	1537	0.3085	8.269
-- synth_stat cells, drive strengths merged (11+ instances only) --
| cell type | count | area share [%] |
|---|---|---|
| nand2 | 114 | 4.9 |
| a21oi | 124 | 7.2 |
| nor2b | 11 | 0.81 |
| o31ai | 13 | 1.1 |
| ha | 97 | 14 |
| o221ai | 11 | 1.1 |
| nand2b | 13 | 0.93 |
| a21o | 21 | 1.8 |
| nand3 | 19 | 1.1 |
| nor2 | 131 | 5.6 |
| o22ai | 14 | 1.0 |
| o211ai | 24 | 2.1 |
| a221oi | 16 | 1.7 |
| a22oi | 16 | 1.4 |
| mux2i | 68 | 7.8 |
| mux2 | 17 | 2.2 |
| mux4 | 34 | 8.7 |
| nor3 | 23 | 1.3 |
| a31oi | 22 | 1.7 |
| inv | 111 | 4.8 |
| o21ai | 120 | 6.9 |
| buf | 39 | 2.3 |
| and3 | 14 | 1.0 |
| clkbuf | 66 | 2.8 |
| a211oi | 16 | 1.4 |
-- cell type report --
cell class | instances | area, um2
Fill cell | 1735 | 7472
Inverter | 112 | 420.4
Multi-Input combinational cell | 1081 | 7886
Tap cell | 225 | 281.5
Timing Repair Buffer | 119 | 1116
-- critical path: cells and delay by family --
family                     cells  cell delay, ns
AOI/OAI and AO/OA              8            2.18
buffers and inverters          4            1.69
adders and majority gates      1            0.64
and+or+nand+nor                1            0.11
Power and IR drop assume default switching activity.
