File: flow/design.v
module RegisterFile(
  input clk,
  input reset,     
  input [4:0] addrA,
  input [4:0] addrB,
  input [4:0] addrD,
  input [31:0] dataD,
  input reg_write,
  output reg [31:0] dataA,
  output reg [31:0] dataB
);
    reg [31:0] registers [31:0];  
    integer i;
    always @(posedge clk or negedge reset) begin
        if (reset == 1'b0) begin
            for (i = 0; i < 32; i = i + 1)
                registers[i] <= 32'b0;
        end else if (reg_write == 1'b1) begin
            if (addrD == 5'b0) begin
            end else begin
                registers[addrD] <= dataD;
            end
        end
    end
    always @(*) begin
        if (reset == 1'b0) begin
            dataA = 32'b0;
            dataB = 32'b0;
        end else begin
            dataA = registers[addrA];
            dataB = registers[addrB];
        end
    end
endmodule
File: flow/run.sh
#!/bin/bash
# OpenROAD 26Q1-2900-gdf79404cd8, Yosys 0.63+post, stock flow scripts
make -C /OpenROAD-flow-scripts/flow DESIGN_CONFIG=/design/flow/config.mk WORK_HOME=/design/flow/orfs finish
File: flow/config.mk
export PLATFORM = sky130hd
export DESIGN_NAME = RegisterFile
export DESIGN_NICKNAME = RegisterFile
export VERILOG_FILES = /design/flow/design.v
export SDC_FILE = /design/flow/constraint.sdc
export NUM_CORES = 4
export LEC_CHECK = 1
export CORE_UTILIZATION = 30
File: flow/constraint.sdc
current_design RegisterFile

set clk_period 8.4
set clk_io_pct 0.2

create_clock -name clk0 -period $clk_period [get_ports {clk}]

set non_clock_inputs [all_inputs -no_clocks]
set_input_delay [expr $clk_period * $clk_io_pct] -clock clk0 $non_clock_inputs
set_output_delay [expr $clk_period * $clk_io_pct] -clock clk0 [all_outputs]
==> results.sh <==
# implementation run metrics
export IMPL_cts_hold_buf=0
export IMPL_postSynthAreaPerCell_um2=12.1
export IMPL_synth_warning_count=2
export IMPL_classification_of_the_worst_slack_hold_path="flip-flop to flip-flop"
export IMPL_biggestRegsByFlops="registers (992)"
export IMPL_edf_count=0
export IMPL_yosys_top_cell_area_share=0.497
export IMPL_detailedRoute_firstPassIterationCount=25
export IMPL_cts_tree="done"
export IMPL_place_gp_congestion=1.05
export IMPL_maxCapViolations=0
export IMPL_grt_max_degree=116
export IMPL_ys_dominant_reg_cell="dfrtp_1"
export IMPL_overall_global_routing_usage=0.303
export IMPL_place_detailed_hpwl_mm=155
export IMPL_post_cts_resized=0
export IMPL_post_route_util=0.353
export IMPL_clk_transition_reported_paths_ps=60
export IMPL_postSynthSeqShare=0.497
export IMPL_number_of_buffers_added_by_the_clock_tree_synthesis_step=109
export IMPL_cts_max_path_bufs=3
export IMPL_top_cells_by_area_in_the_synthesized_netlist="dfrtp_1 50%, mux2_2 22%, a22oi_1 11%"
export IMPL_tightest_slew_ps=1260
export IMPL_cp_arrival_ps=5790
export IMPL_synth_cell_types=71
export IMPL_fp_util=0.302
export IMPL_final_setup_tns_ps=0
export IMPL_pwr_density_cell_nw_per_um2=236
export IMPL_total_setup_buffers_inserted_after_cts=0
export IMPL_yosys_top_cells_count="997 x mux2_2, 992 x dfrtp_1, 716 x a22oi_1"
export IMPL_synthMostInstantiatedCell="mux2_2"
export IMPL_post_synth_top_area_cell="dfrtp_1"
export IMPL_num_vias=42000
export IMPL_floorplan_die_area_um2=168000
export IMPL_flow_area_growth_from_synthesis_pct=16.6
export IMPL_grt_antenna_before_repair=16
export IMPL_io_pin_count=114
export IMPL_rsz0062_at_grt="no"
export IMPL_yosys_cell_count=4136
export IMPL_slew_violations=0
export IMPL_clk_insertion_delay_late_ps=740
export IMPL_timing_final_crit_share=0.890
export IMPL_floorplan_die_height_um=410
export IMPL_core_area_um2=165000
export IMPL_portBuffers=113
export IMPL_finalCriticalPeriod_ps=7470
export IMPL_clock_sinks=992
export IMPL_synth_seq_cells=992
export IMPL_fmax_mhz=134
export IMPL_drt_first_iter_violations=5462
export IMPL_registers_top_by_ff_count="registers"
export IMPL_dpl_worst_slack_ps=1100
export IMPL_worst_slew_margin_rel=0.155
export IMPL_drtAntennaViolNets=0
export IMPL_whs_path_cells=1
export IMPL_synth_async_reset_ratio=1.00
export IMPL_setup_violations=0
export IMPL_worst_setup_path_start_kind="primary input"
export IMPL_cp_required_ps=6720
export IMPL_grt_pass1_wl_mm=342
export IMPL_power_leakage_nw=24.7
export IMPL_synthesis_instances=4136
export IMPL_largest_register_ffs=992
export IMPL_die_x_um=410
export IMPL_yosys_stat_chipArea_um2=49900
export IMPL_post_route_clock_skew_ps=0
export IMPL_drt_wirelength_mm=250
export IMPL_cts_root_buf="clkbuf_16"
export IMPL_grt_pass1_vias=41900
export IMPL_viasPerCell=6.49
export IMPL_ctsHtreeMaxLevel=3
export IMPL_type_of_the_worst_setup_path="primary input to output port"
export IMPL_cell_area_after_technology_mapping_um2=49900
export IMPL_log_warning_count=37
export IMPL_outcome="completed"
export IMPL_globalRouteOverflowTotal=0
export IMPL_finalHoldViolations=0
export IMPL_end_kind="output port"
export IMPL_detail_route_wl_per_cell_um=38.6
export IMPL_vdd_drop_max_uv=159
export IMPL_layout_drive_gt1_share=0.360
export IMPL_num_rows=149
export IMPL_timing_final_ws_setup_ps=927
export IMPL_cp_max_fo=23
export IMPL_reg2regPathDepth=1
export IMPL_detail_route_drc_violations=0
layout by cell type (no fill, tap or decap), types with 19 or more instances in the layout:
| cell | netlist | final |
|---|---|---|
| mux2_2 | 997 | 997 |
| dfrtp_1 | 992 | 992 |
| a22oi_1 | 716 | 716 |
| buf_4 | 27 | 235 |
| nand2_1 | 167 | 157 |
| mux2i_1 | 149 | 149 |
| nand4_1 | 120 | 120 |
| clkbuf_16 | 0 | 113 |
| clkdlybuf4s50_1 | 0 | 103 |
| a21oi_1 | 90 | 90 |
| nor2_1 | 109 | 73 |
| o22ai_1 | 58 | 58 |
| nor2_4 | 5 | 56 |
| nor3_1 | 58 | 55 |
| a22o_1 | 27 | 27 |
| clkbuf_8 | 0 | 23 |
| nor4_1 | 21 | 21 |
| a31oi_1 | 20 | 20 |
| clkinv_2 | 0 | 19 |
cell families (layout without fill, tap and decap cells):
| kind of cell | after synthesis | in the layout | share of synthesized area |
|---|---|---|---|
| buffers and inverters | 405 | 557 | 0.0374 |
| flip-flops | 992 | 992 | 0.497 |
| multiplexers | 1160 | 1160 | 0.259 |
| other | 0 | 4 | 0 |
| AND/OR/NAND/NOR | 589 | 589 | 0.0614 |
| AND-OR/OR-AND | 990 | 990 | 0.145 |
cell type report:
type / instances / area, µm²
multi-input cells: 2739 / 23700
fillers: 15900 / 107000
repair buffers: 358 / 3090
flip-flops and latches: 992 / 24800
clock buffers: 148 / 3190
diodes: 4 / 10.0
clock inverters: 50 / 641
inverters: 1 / 3.75
well taps: 2189 / 2740
final timing paths:
path                            slack (ps)                 to              start
worst max-delay path                   930           dataA[0]           addrA[3]
worst min-delay path                   520   registers[9][17]   registers[9][17]
worst max register to register        7490  registers[27][11]  registers[27][11]
worst min register to register         520   registers[9][17]   registers[9][17]
max in group asynchronous             4300   registers[6][13]              reset
min in group asynchronous              870   registers[8][10]              reset
critical path, stage by stage:
cell and delay [ps]:
clkdlybuf4s50_1 660, buf_4 360, or3b_1 540, nor2_4 460, buf_4 360, a22oi_1 130
nand3_1 150, nor3_1 60, a31oi_1 750, clkdlybuf4s50_1 630
metrics by stage:
step | power (mW) | std cells | instance area [µm²] | hold slack (ps)
6_report | 13.8 | 6481 | 58200 | 521
5_1_grt | 14.2 | 6477 | 58200 | 544
4_1_cts | 13.7 | 6477 | 58200 | 517
3_5_place_dp | 8.57 | 6279 | 54400 | 505
3_3_place_gp | 8.54 | 6279 | 54400 | 494
2_1_floorplan | 7.56 | 4136 | 49900 | 480
power by group:
| part | switching [mW] | total [mW] | internal (mW) |
|---|---|---|---|
| sequential | 0.925 | 6.63 | 5.71 |
| combinational | 0.934 | 1.96 | 1.02 |
| clock | 2.13 | 5.18 | 3.05 |
| total | 3.98 | 13.8 | 9.78 |
routing by layer:
metal | track usage | share of wire | vias to the layer above
met2 | 0.410 | 0.40 | 3539
met5 | 0 | 0.0011 | -
met3 | 0.177 | 0.16 | 1151
met1 | 0.381 | 0.36 | 21300
met4 | 0.164 | 0.075 | 30
li1 | - | - | 16000
Power figures rest on the tool's default switching activity, not on a simulated workload.
