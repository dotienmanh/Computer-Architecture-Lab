<file path="design/flow/config.mk">
export PLATFORM = sky130hd
export DESIGN_NAME = ID_EX
export DESIGN_NICKNAME = ID_EX
export VERILOG_FILES = /design/flow/design.v
export SDC_FILE = /design/flow/constraint.sdc
export NUM_CORES = 4
export LEC_CHECK = 1
export CORE_AREA = 10 10 184 184
export DIE_AREA = 0 0 194 194
</file>
<file path="design/flow/constraint.sdc">
current_design ID_EX

set clk_period 1.0
set clk_io_pct 0.2

create_clock -name clk0 -period $clk_period [get_ports {clk}]

set non_clock_inputs [all_inputs -no_clocks]
set_input_delay [expr $clk_period * $clk_io_pct] -clock clk0 $non_clock_inputs
set_output_delay [expr $clk_period * $clk_io_pct] -clock clk0 [all_outputs]
</file>
<file path="design/flow/design.v">
module ID_EX (
  input clk,
  input rst_n,
  input [31:0] PC_D, 
  input [31:0] RD1_D,
  input [31:0] RD2_D,
  input [31:0] Imm_D,
  input [31:0] Instr_D,
  output reg [31:0] RD1_E,
  output reg [31:0] RD2_E,
  output reg [31:0] PC_E, 
  output reg [31:0] Imm_E,
  output reg [31:0] Instr_E
);
always @( posedge clk or negedge rst_n ) begin
  if (~rst_n) begin
    RD1_E <= 0;
    RD2_E <= 0;
    PC_E  <= 0;
    Imm_E <= 0;
    Instr_E <= 0;
  end
  else begin
    RD1_E <= RD1_D;
    RD2_E <= RD2_D;
    PC_E  <= PC_D;
    Imm_E <= Imm_D;
    Instr_E <= Instr_D;
  end
end
endmodule
</file>
<file path="design/flow/run.sh">
#!/bin/bash
# OpenROAD 26Q1-2900-gdf79404cd8, Yosys 0.63+post, stock flow scripts
make -C /OpenROAD-flow-scripts/flow DESIGN_CONFIG=/design/flow/config.mk WORK_HOME=/design/flow/orfs finish
</file>
==> impl_metrics.env <==
# source this file to load flow results
export IMPL_final_cell_area_sq_um=7664
export IMPL_drtIter0Drc=65
export IMPL_overflow=0
export IMPL_cts_tree="built"
export IMPL_grt_usage=0.08643
export IMPL_critPathKind="reg2out"
export IMPL_cp_cell_sequence="buf_6"
export IMPL_fin_crit_sh=1.130
export IMPL_violations="setup timing"
export IMPL_yosysMostFrequentCell="dfrtp_1"
export IMPL_status="finished with violations"
export IMPL_port_buffers=321
export IMPL_worst_path_max_delay_cell="dfrtp_1"
export IMPL_rsz0062_at_grt="yes"
export IMPL_core_util_floorplan=0.1344
export IMPL_setup_tns_final_ns=-13.55
export IMPL_placed_cells_incl_taps=879
export IMPL_grt_antenna_before_repair=0
export IMPL_hold_slack_ns=0.2100
export IMPL_path_clk_slew_ns=0.07
export IMPL_nFillCells=3078
export IMPL_layout_min_cycle_time_ns=1.130
export IMPL_ys_warn_count=1
export IMPL_area_leaders="dfrtp_1 100%"
export IMPL_via_per_inst=2.978
export IMPL_yosysTopAreaCell="dfrtp_1"
export IMPL_finalWirelength_um=16470
export IMPL_htreeDepth=4
export IMPL_startpoint_type="flip-flop"
export IMPL_clk_path_buf_depth=2
export IMPL_holdCritPathClass="in2async"
export IMPL_critPathBufInv=1
export IMPL_arrival_ns=0.93
export IMPL_cts_setup_buffers=0
export IMPL_setup_ws_ns=-0.1296
export IMPL_drive_gt1_frac=0.3851
export IMPL_fin_util=0.2572
export IMPL_numCtsBuffers=17
export IMPL_max_vdd_ir_drop_mv=0.9142
export IMPL_regArea_sq_um=4004
export IMPL_warnings=30
export IMPL_finalHoldViolCount=0
export IMPL_ys_seq_share=1.000
export IMPL_placed_area_sq_um=7816
export IMPL_grt_pass1_wl_um=24010
export IMPL_synthTopCellsByCount="160 x dfrtp_1"
export IMPL_slew_violations=0
export IMPL_cellPowerDensity_nw_per_um2=1923
export IMPL_chipHeight_um=194
export IMPL_ant_nets=0
export IMPL_chip_area_sq_um=37640
export IMPL_ys_async_sr_fraction=1.000
export IMPL_cts_root_buffer="clkbuf_16"
export IMPL_tightest_slew_ns=0.2929
export IMPL_ios=322
export IMPL_place_hpwl_um=13540
export IMPL_leakage_nw=3.498
export IMPL_syn_area_sq_um=4004
export IMPL_comb_area_sq_um=0
export IMPL_max_cap_violations=0
export IMPL_cp_end_kind="primary output"
export IMPL_synth_cell_types=1
export IMPL_synth_top_cell_area_share=1.000
export IMPL_slew_headroom=0.8048
export IMPL_drc=0
export IMPL_finalPower_mw=14.74
export IMPL_dieWidth_um=194
export IMPL_synth_edff_count=0
export IMPL_final_cells=912
export IMPL_core_area_sq_um=29800
export IMPL_numSynthFlops=160
export IMPL_comb_cells=0
export IMPL_syn_inst=160
export IMPL_max_freq_ghz=0.8853
export IMPL_place_ws_ns=-0.08353
export IMPL_antenna_diode_count=0
export IMPL_cts_sinks=160
export IMPL_grt_max_degree=31
export IMPL_ff_type="dfrtp_1"
export IMPL_synth_cells_yosys=160
export IMPL_rows=63
export IMPL_gp_congestion=0.8333
export IMPL_num_vias=2716
export IMPL_required_ns=0.80
export IMPL_drt_pass1_iterations=3
export IMPL_area_growth_pct=91.41
export IMPL_critical_path_top_delay_family="flip-flops"
export IMPL_ys_chip_area_sq_um=4004
export IMPL_wl_per_cell_um=18.06
export IMPL_synth_avg_cell_area_sq_um=25.02
export IMPL_setup_violations=160
export IMPL_cpPeakStageDelay_ns=0.39
export IMPL_grt_pass1_vias=3016
export IMPL_path_max_fanout=1
==> registers in the layout, indices dropped and copies added (netlist names) <==
signal   cells
Instr_E     32
RD2_E       32
RD1_E       32
PC_E        32
Imm_E       32
==> how the worst max path moves through the flow <==
stage     startpoint        end  slack [ns]  depth (start not counted)
6_report   RD1_E[18]  RD1_E[18]       -0.13                          1
5_1_grt    RD1_E[18]  RD1_E[18]       -0.18                          1
4_1_cts    RD1_E[18]  RD1_E[18]       -0.17                          1
==> final cells by class <==
type                    count  area share
clock buffers              19     0.05910
repair buffers            330      0.3331
clock inverters            13     0.02171
well taps                 390     0.06367
flip-flops and latches    160      0.5224
==> power by group <==
group / internal, mW / switching, mW / total, mW
Sequential: 6.79 / 0.0724 / 6.87
Combinational: 0.803 / 0.333 / 1.14
Clock: 3.91 / 2.82 / 6.73
==> cells by family (layout without fill, tap and decap cells) <==
kind of cell | Yosys count | in the layout | share of synthesized area
buffers and inverters | 0 | 362 | 0
DFF | 160 | 160 | 1.000
==> metal layers <==
layer  vias to the layer above  GRT usage  part of all wire
met3                        10    0.04180              0.11
li1                       1196          -                 -
met1                      1330     0.1005              0.37
met4                         0    0.01051             0.013
met5                         -          0                 0
met2                       180     0.1459              0.50
==> cell usage in the layout, fill, tap and decap left out <==
master	instances
buf_12	4
clkbuf_16	17
buf_4	4
clkinv_8	1
inv_6	6
bufinv_16	2
buf_2	157
clkinv_4	3
clkbuf_8	2
inv_8	1
dfrtp_1	160
dlygate4sd3_1	1
clkdlybuf4s50_1	160
buf_6	4
==> timing repair <==
item,CTS,global route
hold buffers,1,0
endpoints found under the hold margin,160,0
resized,516,0
setup endpoints to repair,160,160
Power figures rest on the tool's default switching activity, not on a simulated workload.
